<file path="design.v">
typedef enum logic [1:0] {
     add     = 2'h1,
     sub     = 2'h2,
     nop     = 2'h0
} operation_t  ;
module alu2 #(
        parameter WIDTH = 6
) (
        input clk,
        input rst,
        input  operation_t  op_in,
        input  [WIDTH-1:0]  a_in,
        input  [WIDTH-1:0]  b_in,
        input               in_valid,
        output logic [WIDTH-1:0]  out,
        output logic              out_valid
);
        operation_t  op_in_r;
        logic  [WIDTH-1:0]  a_in_r;
        logic  [WIDTH-1:0]  b_in_r;
        logic               in_valid_r;
        logic  [WIDTH-1:0]  result;
        always_ff @ (posedge clk, posedge rst) begin
                if (rst) begin
                        op_in_r     <= '0;
                        a_in_r      <= '0;
                        b_in_r      <= '0;
                        in_valid_r  <= '0;
                end else begin
                        op_in_r    <= op_in;
                        a_in_r     <= a_in;
                        b_in_r     <= b_in;
                        in_valid_r <= in_valid;
                end
        end
        always_comb begin
                result = '0;
                if (in_valid_r) begin
                        case (op_in_r)
                                add: result = a_in_r + b_in_r;
                                sub: result = a_in_r + (~b_in_r+1'b1);
                                default: result = '0;
                        endcase
                end
        end
        always_ff @ (posedge clk, posedge rst) begin
                if (rst) begin
                        out       <= '0;
                        out_valid <= '0;
                end else begin
                        out       <= result;
                        out_valid <= 1'b1;
                end
        end
endmodule;
</file>
<file path="run.sh">
#!/bin/bash
# OpenROAD 26Q1-2900-gdf79404cd8, Yosys 0.63+post, stock flow scripts
make -C /OpenROAD-flow-scripts/flow DESIGN_CONFIG=/design/flow/config.mk WORK_HOME=/design/flow/orfs finish
</file>
<file path="constraint.sdc">
current_design alu2

set clk_period 3.8
set clk_io_pct 0.2

create_clock -name clk0 -period $clk_period [get_ports {clk}]

set non_clock_inputs [all_inputs -no_clocks]
set_input_delay [expr $clk_period * $clk_io_pct] -clock clk0 $non_clock_inputs
set_output_delay [expr $clk_period * $clk_io_pct] -clock clk0 [all_outputs]
</file>
<file path="config.mk">
export PLATFORM = sky130hd
export DESIGN_NAME = alu2
export DESIGN_NICKNAME = alu2
export VERILOG_FILES = /design/flow/design.v
export SDC_FILE = /design/flow/constraint.sdc
export NUM_CORES = 4
export LEC_CHECK = 1
export CORE_AREA = 10 10 96 96
export DIE_AREA = 0 0 106 106
export SYNTH_HDL_FRONTEND = slang
</file>
==> notes.org <==
#+TITLE: Physical design notes

** Run status
- The flow ran to the end, and the final reports show no timing, DRC or antenna violations.

** Setup path
- Worst Path Required :: 3.04 ns
- Kind of start point of the critical path :: flop
- CP delay by family, top :: buffers and inverters
- Maximum fanout count along the critical path :: 1
- The longest incremental delay of any stage on the critical path is reported as 0.47 ns.
- STA classifies the critical path endpoint as an output pin.
- Critical Path Slowest Stage Cell :: clkdlybuf4s50_1
- Looking at the setup timing report, the critical path kind is flop to output pin.
- Walking the worst path, the cells encountered are clkdlybuf4s50_1.
- Critical path buffers and inverters :: 1
- WP data arrival :: 1.06 ns

** Die
- Ports placed on the boundary :: 24
- Fraction of the core area occupied by cells at floorplan :: 0.1492
- Horizontal die dimension :: 106 um
- In this run the vertical extent of the chip is 106 um.
- The region available for standard cell placement spans 0.007214 mm2.
- Chip footprint :: 0.01124 mm2
- Row generation in the floorplan step produced 31 rows.

** GRT
- Number of global-route vias before repair :: 751
- Global-route wire length before repair :: 3.532 mm
- Overall routing resource usage recorded by global route was 0.03788.
- The number of antenna violations at the first check in global routing came to 0.
- Summed over all layers, the global routing overflow is 0.
- Pin count of the biggest net entering global routing :: 23
- Busiest layer in global routing :: met2
- Global-route met1 utilization :: 0.05245
- In the global route stage, met3 resource usage came out at 0.01223.
- Global routing usage on met2 :: 0.05919

** Routing
- Antenna viol nets, final :: 0
- Across all layers, the routed design uses 692 vias.
- Count of unresolved DRC violations after routing :: 0
- For this run, the detailed router's first-pass iteration total came to 4.
- Final Routed Wirelength :: 2.068 mm
- Antenna Cells :: 0
- Iteration-0 DRC Markers :: 47
- The script logs the ratio of routed vias to standard cells as 3.174.
- Routed WL per cell :: 9.486 um

** Power
- Per the OpenROAD power report, leakage power amounts to 0.6661 nW.
- Peak VDD IR :: 0.2984 mV
- Pwr Density :: 364.7 mW/mm2

** Placed design
- Detailed placement ended at an HPWL of 1.701 mm.
- Post-detailed-placement cell area :: 0.001430 mm2
- During placement, the flow inserted port buffers numbering 23.
- Final weighted congestion in routability-driven placement :: 0.8076

** Clock network
- Per the CTS log, the maximum H-tree level is 1.
- After clock tree synthesis, the repair step resized 0 gates.
- Buffer levels on the longest clock path :: 2
- TritonCTS built the clock tree.
- Post-CTS Hold Fix Bufs :: 0
- Cell chosen for the clock root :: clkbuf_8
- CTS clk-pin slew, worst paths :: 0.08 ns
- Number of sinks driven by the clock tree :: 22
- Number of buffers created by CTS :: 3
- Post-CTS setup buffer count :: 0
- Insertion delay to the later sink of the worst-skew pair :: 0.25 ns

** Logic synthesis
- Async set-reset flop share out of synthesis :: 1.000
- The Yosys step of the flow raised 0 warnings.
- After synthesis, the mean cell area works out to 11.57 um2.
- Number of standard cells reported by yosys :: 93
- Yosys reg bits :: 22
- Area of the synthesized netlist per yosys stat :: 0.001076 mm2
- The synthesized netlist occupies a cell area of 0.001076 mm2.
- EDFF count, synth :: 0
- The gate-level netlist out of Yosys references 30 unique cell types.
- For this run, the leading register cell type out of synthesis is dfrtp_1.
- Register area share after synthesis :: 0.5116
- In the synthesized netlist, the number of instances is 93.

** Final timing
- Post-route period utilization is reported as 0.4801.
- Worst hold slack across all endpoints :: 0.5679 ns
- For this run, the final setup violation count is recorded as 0.
- After layout, the minimum clock period comes to 1.824 ns.
- Fmax :: 548.2 MHz
- Endpoints failing hold in the final report were tallied at 0.
- For the final routed database, the setup TNS stands at 0 ns.
- RSZ-0062 raised after global routing :: false
- Max-slew violation count :: 0
- Worst clock skew :: 0.003614 ns

** Hold path
- Checking hold timing, the worst path is listed with class flop to flop.

** Cells and area
- From synthesis to final layout, the design area changed by 39.53%.
- Fraction of layout cells with a size suffix above 1 :: 0.08403
- Once layout is done, the placed cells without fillers occupy 0.001501 mm2.

** Run
- The report counts max-capacitance violations totalling 0.
- The stage logs contain a warning count of 31.
## metal layers
layer | part of all wire | wire length (um)
met5 | 0 | 0
met4 | 0.0082 | 17
met3 | 0.058 | 119
met2 | 0.44 | 912
met1 | 0.49 | 1019
## cells in the mapped netlist (2+ instances only)
cell type	number	area [um2]
nand2_1	3	11.26
a31oi_1	2	12.51
nor2b_1	2	12.51
inv_1	13	48.80
nor2_1	3	11.26
nor3_1	2	10.01
a21o_1	2	15.01
a21oi_1	5	25.02
fa_1	2	40.04
nand3_1	4	20.02
dfrtp_1	22	550.5
a221oi_1	3	26.28
ha_1	12	150.1
clkbuf_1	2	7.510
## through the flow
stage | setup WS, ns | cells | power [mW] | utilization
CTS | 1.949 | 218 | 0.5562 | 0.2081
finish | 1.976 | 218 | 0.5476 | 0.2081
detailed placement | 1.998 | 214 | 0.3443 | 0.1982
global placement | 2.023 | 214 | 0.3435 | 0.1982
floorplan | 2.098 | 93 | 0.3057 | -
global route | 1.794 | 218 | 0.5823 | 0.2081
## registers in the layout, summed over array words and instances (netlist names)
register / count
a_in_r: 6
b_in_r: 6
in_valid_r: 1
out: 6
op_in_r: 2
out_valid: 1
## final timing paths
| path | from | end | slack [ns] | depth (start not counted) |
|---|---|---|---|---|
| worst max-delay path | out[1] | out[1] | 1.98 | 1 |
| worst min-delay path | b_in_r[0] | out[0] | 0.57 | 2 |
| worst max register to register | a_in_r[0] | out[4] | 1.99 | 6 |
| worst min register to register | b_in_r[0] | out[0] | 0.57 | 2 |
| max in group asynchronous | rst | out[5] | 2.76 | 3 |
| min in group asynchronous | rst | op_in_r[0] | 0.82 | 3 |
## cells in the final DEF (no fill, tap or decap), drive strengths merged
cell           instances
o21bai                 1
nor2b                  2
o21ai                  1
o211ai                 1
clkbuf                 3
nand2                  3
or3b                   1
xnor2                  1
xor2                   1
nand2b                 1
bufinv                 1
dfrtp                 22
nor3                   2
mux2                   2
a211oi                 1
o31ai                  1
fa                     2
clkdlybuf4s50         23
a22oi                  1
buf                    1
a21o                   2
a221oi                 4
ha                    12
nand4                  1
nand3                  4
a31oi                  2
nor2                   3
inv                   14
conb                   1
a21oi                  5
## cell type report
cell class | count | area, um2
fill | 805 | 5713
sequential | 22 | 550.5
multi-input combinational | 55 | 465.4
timing repair buffer | 24 | 237.7
tap | 99 | 123.9
inverter | 14 | 52.55
clock buffer | 3 | 41.29
clock inverter | 1 | 30.03
## power breakdown
part	leakage, nW	total, mW	internal [mW]	switching, mW
Combinational	0.362	0.0853	0.0459	0.0394
Clock	0.0357	0.209	0.140	0.0688
Sequential	0.269	0.253	0.246	0.00705
## cells by family (layout without fill, tap and decap cells)
kind of cell,after synthesis,in the layout,synth area share
other,1,1,0.003485
adder cells (fa/ha/maj),14,14,0.1767
XOR/XNOR,2,2,0.01628
AND/OR/NAND/NOR,17,17,0.08024
flip-flops,22,22,0.5116
buffers and inverters,16,42,0.05582
AND-OR/OR-AND,19,19,0.1314
multiplexers,2,2,0.02441
Power figures rest on the tool's default switching activity, not on a simulated workload.
