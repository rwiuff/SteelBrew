==> flow/design.v <==
typedef enum logic [1:0] {
     add     = 2'h1,
     sub     = 2'h2,
     nop     = 2'h0
} operation_t  ;
module alu #(
        parameter WIDTH = 6
) (
        input clk,
        input rst,
        input  operation_t  op_in,
        input  [WIDTH-1:0]  a_in,
        input  [WIDTH-1:0]  b_in,
        input               in_valid,
        output logic [WIDTH-1:0]  out,
        output logic              out_valid
);
        operation_t  op_in_r;
        logic  [WIDTH-1:0]  a_in_r;
        logic  [WIDTH-1:0]  b_in_r;
        logic               in_valid_r;
        logic  [WIDTH-1:0]  result;
        always_ff @ (posedge clk, posedge rst) begin
                if (rst) begin
                        op_in_r     <= '0;
                        a_in_r      <= '0;
                        b_in_r      <= '0;
                        in_valid_r  <= '0;
                end else begin
                        op_in_r    <= op_in;
                        a_in_r     <= a_in;
                        b_in_r     <= b_in;
                        in_valid_r <= in_valid;
                end
        end
        always_comb begin
                result = '0;
                if (in_valid_r) begin
                        case (op_in_r)
                                add: result = a_in_r + b_in_r;
                                sub: result = a_in_r + (~b_in_r+1'b1);
                                default: result = '0;
                        endcase
                end
        end
        always_ff @ (posedge clk, posedge rst) begin
                if (rst) begin
                        out       <= '0;
                        out_valid <= '0;
                end else begin
                        out       <= result;
                        out_valid <= in_valid_r;
                end
        end
endmodule;
==> flow/run.sh <==
#!/bin/bash
# OpenROAD 26Q1-2900-gdf79404cd8, Yosys 0.63+post, stock flow scripts
make -C /OpenROAD-flow-scripts/flow DESIGN_CONFIG=/design/flow/config.mk WORK_HOME=/design/flow/orfs finish
==> flow/config.mk <==
export PLATFORM = sky130hd
export DESIGN_NAME = alu
export DESIGN_NICKNAME = alu
export VERILOG_FILES = /design/flow/design.v
export SDC_FILE = /design/flow/constraint.sdc
export NUM_CORES = 4
export LEC_CHECK = 1
export CORE_AREA = 10 10 96 96
export DIE_AREA = 0 0 106 106
export SYNTH_HDL_FRONTEND = slang
==> flow/constraint.sdc <==
current_design alu

set clk_period 3.0
set clk_io_pct 0.2

create_clock -name clk0 -period $clk_period [get_ports {clk}]

set non_clock_inputs [all_inputs -no_clocks]
set_input_delay [expr $clk_period * $clk_io_pct] -clock clk0 $non_clock_inputs
set_output_delay [expr $clk_period * $clk_io_pct] -clock clk0 [all_outputs]
==> impl_metrics.csv <==
group,metric,value,unit
run_status,status,"completed",
sta,max_slew.worst_pin.slew,369,ps
critical_path,crit_path_start,"a_in_r[0]",
clock_network,cts_setup_buffers,0,
grt,grt_pass1_vias,737,
critical_path,data_arrival_critical_path,2010,ps
critical_path,cp_data_required_time,3180,ps
critical_path,crit_path_max_incr_delay,410,ps
job,openroad_warnings,31,
yosys,ys_seq_share,51.3,%
routing,num_vias,709,
placement,place_hpwl,1.76,mm
yosys,netlist-cell-type-count,29,
critical_path,critical_path.startpoint_type,"flop",
sta,setup-violations-final,0,
floorplanning,initial_utilization,14.9,%
floorplanning,die_height,106,um
yosys,yosys_warnings,0,
clock_network,cts-root-buf,"clkbuf_8",
critical_path,timing_worst_setup_path_type,"reg2reg",
yosys,ys_seq_elements,22,
critical_path,reg2reg_depth,6,
yosys,synth-simple-area-share,8.05,%
placement,buffer_ports.inserted,23,
pwr,powerDensity,411,nW/um^2
critical_path,cell_by_cell_trace_of_the_critical_path,"ha_1 -> fa_1 -> a21oi_1 -> o21bai_1 -> mux2_1 -> a31oi_1",
floorplanning,dieWidth,106,um
yosys,yosysChipArea,1070,sq um
grt,total_routing_usage_gr,3.95,%
routing,drc,0,
clock_network,cts_resized,0,
routing,dr.pass1.iters,4,
sta,min_period,1830,ps
clock_network,cts_hold_repair.buffers,0,
routing,first_iter_violations,26,
routing,wirelength,2.15,mm
sta,fin_worst_skew,3.61,ps
finish,ratio_of_cells_with_drive_above_1_in_the_final_layout,7.69,%
floorplanning,fp.dieArea,11200,sq um
pwr,total_leakage_power,0.000649,uW
finish,most_numerous_logic_cells_after_layout,"clkdlybuf4s50_1 (23), dfrtp_1 (22), inv_1 (13), ha_1 (12), a21oi_1 (5)",
grt,grt_start_max_net_pins,23,
routing,antenna_left,0,
yosys,synth.yosys.num_cells,92,
finish,mostFrequentLayoutCell,"clkdlybuf4s50_1",
yosys,adder_share,17.7,%
floorplanning,count_of_standard_cell_rows,31,
sta,post-route-period-util,61.1,%
clock_network,cts-htree-levels,1,
sta,worst_slew_margin_rel,75.4,%
clock_network,clock.latency.late_pin,250,ps
sta,unrepaired_setup_endpoints_after_global_routing,"no",
yosys,xor_share,1.63,%
yosys,post_synth_main_logic_family,"adder cells",
clock_network,clkTransAtPathRegs,70,ps
critical_path,slowest_stage,"fa_1",
sta,setup-tns-final,0,ps
grt,initial_antenna_violation_count,0,
yosys,synth.cellmix.compoundShare,13.2,%
job,timing.max_cap.violations,0,
clock_network,tritoncts.num_buffers,3,
critical_path,largest_driver_fanout_on_the_critical_path,3,
routing,viasPerCell,3.28,
sta,final.hold.worst_slack,398,ps
critical_path,crit_path_end_kind,"flop",
floorplanning,top_level_ports,24,
yosys,synthMuxAreaShare,2.45,%
finish,area_growth,36.9,%
pwr,vdd_drop_max,0.191,mV
yosys,synth_area,1070,sq um
sta,timing_hold_violations_final,0,
sta,report.final.slew_viol_count,0,
critical_path,timing.critical_path.to,"out[4]",
clock_network,clk_path_buf_depth,2,
floorplanning,core_area,7210,sq um
clock_network,tritoncts,"built",
routing,wire_per_inst,9.97,um
critical_path,worst_flop_to_flop_path_endpoint,"out[4]",
finish,finish.utilization,20.3,%
yosys,mean_instance_size_in_the_synthesized_netlist,11.7,sq um
routing,diodes,0,
sta,fmax,0.546,GHz
grt,grt_pass1_wl,3.65,mm
clock_network,cts.sink_count,22,
critical_path,reg2reg_from,"a_in_r[0]",
yosys,netlist_instances,92,
min_path,hold_path.class,"reg2reg",
critical_path,regToRegSetupSlack,1170,ps
placement,place.gp.congestion,0.861,
grt,globalRouteOverflowTotal,0,
## flip-flops by register name, indices dropped and copies added, names as in the netlist
signal      cells
in_valid_r      1
a_in_r          6
out_valid       1
b_in_r          6
op_in_r         2
out             6
## per-layer routing
layer | vias to the layer above | GRT usage, % | routed length [um] | share of wire (%)
met1 | 330 | 4.91 | 1010 | 47
met3 | 0 | 1.53 | 127 | 5.9
li1 | 360 | - | - | -
met4 | 0 | 0.387 | 0 | 0
met5 | - | 0 | 0 | 0
met2 | 19 | 6.58 | 1010 | 47
## synthesized netlist by cell type
cell type	number	area share, %
nand2b_1	1	0.58
mux2_4	1	1.4
mux2_1	1	1.1
a21oi_1	5	2.3
nand4_1	1	0.58
a31oi_1	2	1.2
nand2_1	3	1.1
or3b_2	1	0.82
inv_2	1	0.35
o21ai_0	1	0.47
a21o_1	2	1.4
a22oi_1	1	0.70
dfrtp_1	22	51
o211ai_2	1	1.2
a221oi_1	3	2.5
xnor2_1	1	0.82
nor2_1	3	1.1
nor3_1	2	0.93
clkbuf_1	2	0.70
a221oi_2	1	1.4
fa_1	2	3.7
nand3_1	4	1.9
inv_1	13	4.6
o31ai_1	1	0.70
a211oi_1	1	0.70
o21bai_1	1	0.70
xor2_1	1	0.82
ha_1	12	14
nor2b_1	2	1.2
## worst min-delay path by stage
stage               end        from  cells after the start  slack [ps]
global route  out_valid  in_valid_r                      0         440
finish        out_valid  in_valid_r                      0         400
CTS           out_valid  in_valid_r                      0         400
## per-stage QoR
step | instances | total power (uW) | instance area (sq um) | setup slack, ps
final | 216 | 603 | 1470 | 1170
after global routing | 216 | 647 | 1470 | 1040
after CTS | 216 | 615 | 1470 | 1150
after detailed placement | 213 | 436 | 1430 | 1170
after global placement | 213 | 435 | 1430 | 1180
after floorplan | 92 | 387 | 1070 | 1300
## power breakdown
part / internal (uW) / switching (uW)
logic: 57.9 / 50.2
registers: 312 / 8.74
clock network: 89.3 / 85.4
total: 459 / 144
## logic make-up (layout without fill, tap and decap cells)
logic type                 count (synthesis)  in the layout
xor gates and xnor gates                   2              2
DFF                                       22             22
adders and majority gates                 14             14
buffers and inverters                     16             41
muxes                                      2              2
and+or+nand+nor                           17             17
AOI/OAI and AO/OA                         19             19
## area by class of cell
class,instances,area [sq um]
Timing Repair Buffer,24,238
Clock buffer,3,41.3
Tap cell,99,124
Inverter,14,52.6
Fill cell,809,5750
Multi-Input combinational cell,54,462
Sequential cell,22,551
## critical path: cells and delay by family, from the launching register on
family,cells,cell delay [ps]
fa+ha+maj,2,650
mux,1,320
compound gates,3,400
flops,1,390
No activity file was given, so power comes from the tool's default toggle rates.
